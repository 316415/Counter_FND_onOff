===== design/flow/run.sh =====
#!/bin/bash
# OpenROAD 26Q1-2900-gdf79404cd8, Yosys 0.63+post, stock flow scripts
make -C /OpenROAD-flow-scripts/flow DESIGN_CONFIG=/design/flow/config.mk WORK_HOME=/design/flow/orfs finish

===== design/flow/config.mk =====
export PLATFORM = sky130hd
export DESIGN_NAME = top_time_clock
export DESIGN_NICKNAME = top_time_clock
export VERILOG_FILES = /design/flow/design.v
export SDC_FILE = /design/flow/constraint.sdc
export NUM_CORES = 4
export LEC_CHECK = 1
export CORE_UTILIZATION = 50

===== design/flow/constraint.sdc =====
current_design top_time_clock

set clk_period 10.3
set clk_io_pct 0.2

create_clock -name clk0 -period $clk_period [get_ports {i_clk}]

set non_clock_inputs [all_inputs -no_clocks]
set_input_delay [expr $clk_period * $clk_io_pct] -clock clk0 $non_clock_inputs
set_output_delay [expr $clk_period * $clk_io_pct] -clock clk0 [all_outputs]

===== design/flow/design.v =====
`timescale 1ns / 1ps
module BCDtoFND_decoder(
    input [3:0] i_value,
    output [7:0] o_font
    );
    reg [7:0] r_font;
    assign o_font = r_font;
    always @(i_value) begin
        r_font = 8'hff;
        case (i_value)
            4'h0 : r_font = 8'hc0;
            4'h1 : r_font = 8'hf9;
            4'h2 : r_font = 8'ha4;
            4'h3 : r_font = 8'hb0;
            4'h4 : r_font = 8'h99;
            4'h5 : r_font = 8'h92;
            4'h6 : r_font = 8'h82;
            4'h7 : r_font = 8'hf8;
            4'h8 : r_font = 8'h80;
            4'h9 : r_font = 8'h90;
            4'ha : r_font = 8'h7f;
        endcase
    end
endmodule
`timescale 1ns / 1ps
module DecoderFndDigit(
    input [2:0] i_select,
    output [3:0] o_digitPosition
    );
    reg [3:0] r_digitPosition;
    assign o_digitPosition = r_digitPosition;
    always @(i_select) begin
        case(i_select)
            3'b000 : r_digitPosition = 4'b1110;
            3'b001 : r_digitPosition = 4'b1101;
            3'b010 : r_digitPosition = 4'b1011;
            3'b011 : r_digitPosition = 4'b0111;
            3'b100 : r_digitPosition = 4'b1110;
            3'b101 : r_digitPosition = 4'b1101;
            3'b110 : r_digitPosition = 4'b1011;
            3'b111 : r_digitPosition = 4'b0111;
        endcase
    end
endmodule
`timescale 1ns / 1ps
module Mux_2x1(
    input [3:0] i_a, i_b,
    input i_mode, i_onOff,
    output [3:0] o_y
    );
    reg [3:0] r_y;
    assign o_y = r_y;
    always @(*) begin
        if(i_onOff) begin
            r_y = 8'hff;
        end
        else begin
            case (i_mode)
                1'b0 : r_y <= i_a;
                1'b1 : r_y <= i_b; 
            endcase
        end
    end
endmodule
`timescale 1ns / 1ps
module Mux_8x1(
    input [3:0] i_a, i_b, i_c, i_d, i_a1, i_b1, i_c1, i_d1,
    output [2:0] i_sel,
    output [3:0] o_y
    );
    reg [3:0] r_y;
    assign o_y = r_y;
    always @(*) begin
        case (i_sel)
            3'b000 : r_y = i_a;
            3'b001 : r_y = i_b;
            3'b010 : r_y = i_c;
            3'b011 : r_y = i_d;
            3'b100 : r_y = i_a1;
            3'b101 : r_y = i_b1;
            3'b110 : r_y = i_c1;
            3'b111 : r_y = i_d1;
        endcase
    end
endmodule
`timescale 1ns / 1ps
module clock_divider(
    input i_clk,
    input i_reset,
    output o_clk
    );
    reg r_clk = 0;
    reg [31:0] r_counter = 0;
    assign o_clk = r_clk;
    always @(posedge i_clk or posedge i_reset) begin
        if(i_reset) begin
            r_clk <= 1'b0;
            r_counter <= 0;
        end
        else begin
            if(r_counter == 50_000-1) begin
                r_counter <= 0;
                r_clk <= ~r_clk;
            end
            else begin
                r_counter <= r_counter + 1;
            end
        end
    end
endmodule
`timescale 1ns / 1ps
module comparator(
    input [6:0] i_ms,
    output [3:0] o_fndDP
    );
    assign o_fndDP  = (i_ms < 50) ? 11 : 10;
endmodule
`timescale 1ns / 1ps
module counter_fnd(
    input i_clk,
    input i_reset,
    output [2:0] o_counter
    );
    reg [2:0] r_counter = 0;
    reg r_clk = 0;
    assign o_counter = r_counter;
    always @(posedge i_clk or posedge i_reset) begin
        if(i_reset) begin
            r_counter <= 0;
            r_clk <= 0;
        end
        else begin
            r_counter <= r_counter + 1;
        end
    end
endmodule
`timescale 1ns / 1ps
module digit_divider(
    input [5:0] i_a, i_b,
    output [3:0] o_four, o_three, o_two, o_one
    );
    assign o_four = i_a/10%10;
    assign o_three = i_a%10;
    assign o_two = i_b/10%10;
    assign o_one = i_b%10;
endmodule
`timescale 1ns / 1ps
module digit_divider_sec(
    input [5:0] i_a,
    input [6:0] i_b,
    output [3:0] o_four, o_three, o_two, o_one
    );
    assign o_four = i_a/10%10;
    assign o_three = i_a%10;
    assign o_two = i_b/10%10;
    assign o_one = i_b%10;
endmodule
`timescale 1ns / 1ps
module time_clock_counter(
    input i_clk, i_reset,
    output [5:0] o_hour, o_min, o_sec,
    output [6:0] o_ms
    );
    reg r_clk = 0;
    reg [5:0] r_hour = 0, r_min = 0, r_sec = 0;
    reg [9:0] r_ms = 0;
    assign o_hour = r_hour;
    assign o_min = r_min;
    assign o_sec = r_sec;
    assign o_ms = r_ms/10;
    always @(posedge i_clk or posedge i_reset) begin
        if(i_reset) begin
            r_hour <= 0;
            r_min <= 0;
            r_sec <= 0;
            r_ms <= 0;
            r_clk <= 0;
        end
        else begin
            if(r_ms == 999) begin
                r_ms <= 0;
                if(r_sec == 59) begin
                    r_sec <= 0;
                    if(r_min == 59) begin
                        r_min <= 0;
                        if(r_hour == 23) begin
                            r_hour <= 0;
                        end
                        else begin
                            r_hour <= r_hour + 1;
                        end
                    end
                    else begin
                        r_min <= r_min + 1;
                    end
                end
                else begin
                    r_sec <= r_sec + 1;
                end
            end
            else begin
                r_ms <= r_ms + 1;
            end
        end
    end
endmodule
`timescale 1ns / 1ps
module top_time_clock(
    input i_clk, i_reset, i_mode, i_onOff,
    output [7:0] o_font,
    output [3:0] o_digit
    );
    wire w_clk;
    wire [2:0] w_fndCounter;
    wire [5:0] w_hour, w_min, w_sec;
    wire [6:0] w_ms;
    wire [3:0] w_four, w_three, w_two, w_one, w_hour_min, w_four_s, w_three_s, w_two_s, w_one_s, w_sec_ms, w_value;
    clock_divider clk_div(
        .i_clk(i_clk),
        .i_reset(i_reset),
        .o_clk(w_clk)
    );
    counter_fnd cnt_fnd(
        .i_clk(w_clk),
        .i_reset(i_reset),
        .o_counter(w_fndCounter)
    );
    DecoderFndDigit fnd_decoder(
        .i_select(w_fndCounter),
        .o_digitPosition(o_digit)
    );
    time_clock_counter time_cnt(
        .i_clk(w_clk),
        .i_reset(i_reset),
        .o_hour(w_hour),
        .o_min(w_min),
        .o_sec(w_sec),
        .o_ms(w_ms)
    );
    digit_divider hour_min_div(
        .i_a(w_hour),
        .i_b(w_min),
        .o_four(w_four),
        .o_three(w_three),
        .o_two(w_two),
        .o_one(w_one)
    );
    wire [3:0] w_fndDP;
    comparator cmp(
        .i_ms(w_ms),
        .o_fndDP(w_fndDP)
    );
    Mux_8x1 hour_min(
        .i_a(w_one),
        .i_b(w_two),
        .i_c(w_three),
        .i_d(w_four),
        .i_a1(11),
        .i_b1(11),
        .i_c1(w_fndDP),
        .i_d1(11),
        .i_sel(w_fndCounter),
        .o_y(w_hour_min)
    );
    digit_divider_sec sec_div(
        .i_a(w_sec),
        .i_b(w_ms),
        .o_four(w_four_s),
        .o_three(w_three_s),
        .o_two(w_two_s),
        .o_one(w_one_s)
    );
    Mux_8x1 sec(
        .i_a(w_one_s),
        .i_b(w_two_s),
        .i_c(w_three_s),
        .i_d(w_four_s),
        .i_a1(11),
        .i_b1(11),
        .i_c1(w_fndDP),
        .i_d1(11),
        .i_sel(w_fndCounter),
        .o_y(w_sec_ms)
    );
    Mux_2x1 hour_sec_mode(
        .i_onOff(i_onOff),
        .i_a(w_hour_min),
        .i_b(w_sec_ms),
        .i_mode(i_mode),
        .o_y(w_value)
    );
    BCDtoFND_decoder BCD(
        .i_value(w_value),
        .o_font(o_font)
    );
endmodule

==> flow_summary.json <==
{
  "status": "finished, violations left",
  "violations": "setup timing",
  "fillers": 974,
  "p_leak_nw": 3.87,
  "path_delay_family": "simple AND/OR/NAND/NOR gates",
  "grt_pass1_wl_um": 30900,
  "clkTransAtPathRegs_ns": 0.05,
  "maxCapViolations": 0,
  "die_h_um": 117,
  "fp_util_pct": 51.6,
  "fp-row-count": 41,
  "critPathCaptureType": "output pin",
  "chip_area_sq_um": 13600,
  "lay_top_count": "buf_4",
  "power_density_nw_per_um2": 40.8,
  "pwr-share-seq_pct": 36.0,
  "simple_gate_area_share_pct": 28.6,
  "ys_types": 96,
  "ys_warn_count": 13,
  "aoi_share_pct": 25.7,
  "fin_crit_sh_pct": 103,
  "most-common-layout-cells": "170 x buf_4, 85 x nor2_1, 80 x nand2_1",
  "p_comb_share_pct": 24.0,
  "ys_seq_share_pct": 24.4,
  "untimed_endpoints": 35,
  "antenna_found_initial": 0,
  "wl_um": 19700,
  "via_per_inst": 5.99,
  "setup_ws_ns": -0.260,
  "grt_pass1_vias": 6149,
  "num_io_pins": 16,
  "syn_area_per_cell_sq_um": 7.85,
  "peakVddDrop_uv": 126,
  "cellInternalPower_mw": 0.268,
  "report.final.hold_viol_count": 0,
  "cts-buffers-inserted": 5,
  "unclocked_pins": 31,
  "drive_gt1_share_pct": 31.2,
  "rsz0062_at_grt": "true",
  "switching_share_pct": 25.6,
  "synth-main-ff-cell": "dfrtp_1",
  "wl_per_cell_um": 16.8,
  "cts_buffer_depth": 2,
  "warnings": 37,
  "track_usage_pct": 29.7,
  "gp_congestion": 0.990,
  "topCombFamilyByArea": "simple AND/OR/NAND/NOR gates",
  "mux_share_pct": 4.61,
  "synth-seq-cells": 64,
  "worst_slew_pin_slew_ns": 1.02,
  "clk_latency_ns": 0.27,
  "fin_worst_skew_ns": 0.00310,
  "htree_levels": 2,
  "io_buffers": 15,
  "utilization_pct": 69.4,
  "root_buffer": "clkbuf_16",
  "synthArstFlopShare_pct": 100,
  "dp_hpwl_um": 14600,
  "synth_cells": 837,
  "num_vias": 7018,
  "drtPass1Iterations": 5,
  "worstHoldPathCells": 1,
  "max_freq_ghz": 0.0947,
  "critical_path_class": "in -> out",
  "critPathMaxFanout": 6,
  "p_clk_share_pct": 40.0,
  "drc": 0,
  "die_w_um": 117,
  "worstPathArrival_ns": 8.50,
  "critPathSlowestCell": "or4_4",
  "dpl_worst_slack_ns": -0.941,
  "ys_chip_area_sq_um": 6570,
  "drtAntennaViolNets": 0,
  "area_growth_pct": 34.5,
  "crit_path_start_kind": "input pin",
  "grt_max_degree": 65,
  "ys_sh_xor_pct": 7.07,
  "yosys_cells": 837,
  "antenna_cells": 0,
  "switching_power_mw": 0.0921,
  "startpoint": "i_mode",
  "edf_count": 0,
  "worstPathBufferInverterCount": 11,
  "period_minus_slack_ns": 10.56,
  "r2r-start": "clk_div.r_counter[6]$_DFF_PP0_",
  "min_from": "clk_div.r_counter[31]$_DFF_PP0_",
  "cts_tree": "done",
  "reg2reg_depth": 12,
  "max_stage_delay_ns": 0.54,
  "power_mw": 0.360,
  "critPathMostFrequentCell": "buf_6",
  "slew_viol_final": 0,
  "hold_path_class": "reg -> reg",
  "grt-ovfl-total": 0,
  "fa_ha_area_share_pct": 4.34,
  "relSlewSlack_pct": 31.3,
  "drt_iter0_drc": 583,
  "worst-path-stages": 35,
  "core_sq_um": 12700,
  "syn-cell-area_sq_um": 6570,
  "critPathRequiredTime_ns": 8.24,
  "setup_viol": 8
}
## path summary, 6_finish.rpt
| kind | end | slack (ns) |
|---|---|---|
| setup / recovery | o_font[0] | -0.26 |
| hold / removal | clk_div.r_counter[31]$_DFF_PP0_ | 0.47 |
| setup reg to reg | clk_div.r_counter[29]$_DFF_PP0_ | 7.46 |
| hold reg to reg | clk_div.r_counter[31]$_DFF_PP0_ | 0.47 |
| max in group asynchronous | clk_div.r_counter[4]$_DFF_PP0_ | 7.45 |
| min in group asynchronous | clk_div.r_counter[16]$_DFF_PP0_ | 2.34 |
## stage by stage
step / cells / hold slack [ns] / TNS (ns) / area, sq um
finish: 1172 / 0.470 / -1.40 / 8830
global route: 1172 / 0.482 / -3.19 / 8830
global placement: 1126 / 0.457 / -6.24 / 7930
detailed placement: 1126 / 0.462 / -6.97 / 7930
floorplan: 837 / 0.443 / -0.0157 / 6690
CTS: 1157 / 0.473 / -0.298 / 8580
## Yosys cell counts (13+ instances only)
cell	number	share of area, %
a211oi_1	13	1.5
a21oi_1	45	3.4
a31oi_1	13	1.2
and3_1	14	1.3
clkbuf_1	23	1.3
dfrtp_1	64	24
ha_1	22	4.2
inv_1	24	1.4
mux2i_1	19	2.9
nand2_1	82	4.7
nand3_1	47	3.6
nand4_1	26	2.5
nor2_1	87	5.0
nor3_1	16	1.2
nor4_1	13	1.2
o21ai_0	49	3.7
xnor2_1	38	5.1
xor2_1	15	2.0
## final cells by class
| cell class | instances | area (sq um) | share of cell area (%) |
|---|---|---|---|
| clock buffers | 6 | 139 | 1.57 |
| repair buffers | 201 | 1600 | 18.1 |
| multi-input cells | 699 | 5150 | 58.3 |
| clock inverters | 1 | 7.51 | 0.0850 |
| inverters | 29 | 116 | 1.32 |
| well taps | 172 | 215 | 2.44 |
| flip-flops and latches | 64 | 1600 | 18.1 |
## flip-flops by register name (all words and copies together), names as in the netlist
| signal | count |
|---|---|
| time_cnt.r_ms | 10 |
| time_cnt.r_hour | 6 |
| clk_div.r_counter | 32 |
| clk_div.r_clk | 1 |
| time_cnt.r_sec | 6 |
| time_cnt.r_min | 6 |
| cnt_fnd.r_counter | 3 |
## power by group through the flow
stage	logic [mW]	registers, mW	clock network (mW)
5_1_grt	0.0944	0.130	0.153
6_report	0.0865	0.130	0.144
4_1_cts	0.0771	0.130	0.148
## kinds of logic (layout without fill, tap and decap cells)
group / count (synthesis) / after routing
adder cells (fa/ha/maj): 23 / 23
AND/OR/NAND/NOR: 358 / 358
flip-flops: 64 / 64
buffers and inverters: 74 / 237
multiplexers: 28 / 28
XOR/XNOR: 53 / 53
AND-OR/OR-AND: 237 / 237
## routing by layer
metal	part of all wire [%]	up-vias	track usage, %
met2	45	214	46.3
met3	5.1	27	3.07
met1	48	3333	46.7
li1	-	3444	-
met4	1.6	0	4.39
met5	0	-	0
## worst register-to-register path, cell delays in order (launching register included)
cell     delay (ns)
dfrtp_1        0.44
nand4_1        0.14
nor2_1         0.22
nand4_1        0.21
nor2_1         0.23
and3_1         0.23
nand3_1        0.12
nor2_1         0.22
and4_1         0.28
nand3_1        0.13
nor2_1         0.20
nand3_1        0.13
xnor2_1        0.16
## repair_timing
action                                  CTS  global route
pin swaps                                61             9
buffers inserted                         24            16
resized                                  91            39
endpoints found under the setup margin    8             8
hold buffers                              0             0
Power and IR drop assume default switching activity.
